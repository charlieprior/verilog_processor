`./run.sh`:
```
#!/bin/bash
# OpenROAD 26Q1-2900-gdf79404cd8, Yosys 0.63+post, stock flow scripts
make -C /OpenROAD-flow-scripts/flow DESIGN_CONFIG=/design/flow/config.mk WORK_HOME=/design/flow/orfs finish
```
`./config.mk`:
```
export PLATFORM = sky130hd
export DESIGN_NAME = processor
export DESIGN_NICKNAME = processor
export VERILOG_FILES = /design/flow/design.v
export SDC_FILE = /design/flow/constraint.sdc
export NUM_CORES = 4
export LEC_CHECK = 1
export CORE_UTILIZATION = 50
```
`./constraint.sdc`:
```
current_design processor

set clk_period 27.3
set clk_io_pct 0.2

create_clock -name clk0 -period $clk_period [get_ports {clock}]

set non_clock_inputs [all_inputs -no_clocks]
set_input_delay [expr $clk_period * $clk_io_pct] -clock clk0 $non_clock_inputs
set_output_delay [expr $clk_period * $clk_io_pct] -clock clk0 [all_outputs]
```
`./design.v`:
```
module addsub(a, b, cin, sum, overflow);
	input [31:0] a, b;
	input cin;
	output [31:0] sum;
	output overflow;
	wire [3:0] c, of;
	cla cla0_7(a[7:0], b[7:0], cin, sum[7:0], c[0], of[0]);
	cla cla8_15(a[15:8], b[15:8], c[0], sum[15:8], c[1], of[1]);
	cla cla16_23(a[23:16], b[23:16], c[1], sum[23:16], c[2], of[2]);
	cla cla24_31(a[31:24], b[31:24], c[2], sum[31:24], c[3], overflow);
endmodule
module alu(data_operandA, data_operandB, ctrl_ALUopcode, ctrl_shiftamt, data_result, isNotEqual, isLessThan, overflow);
   input [31:0] data_operandA, data_operandB;
   input [4:0] ctrl_ALUopcode, ctrl_shiftamt;
   output [31:0] data_result;
   output isNotEqual, isLessThan, overflow;
	genvar i;
	wire addcode, subcode, andcode, orcode;
	and(addcode, ~ctrl_ALUopcode[4], ~ctrl_ALUopcode[3], ~ctrl_ALUopcode[2], ~ctrl_ALUopcode[1], ~ctrl_ALUopcode[0]);
	and(subcode, ~ctrl_ALUopcode[4], ~ctrl_ALUopcode[3], ~ctrl_ALUopcode[2], ~ctrl_ALUopcode[1],  ctrl_ALUopcode[0]);
	and(andcode, ~ctrl_ALUopcode[4], ~ctrl_ALUopcode[3], ~ctrl_ALUopcode[2],  ctrl_ALUopcode[1], ~ctrl_ALUopcode[0]);
	and(orcode,  ~ctrl_ALUopcode[4], ~ctrl_ALUopcode[3], ~ctrl_ALUopcode[2],  ctrl_ALUopcode[1],  ctrl_ALUopcode[0]);
	and(sllcode, ~ctrl_ALUopcode[4], ~ctrl_ALUopcode[3],  ctrl_ALUopcode[2], ~ctrl_ALUopcode[1], ~ctrl_ALUopcode[0]);
	and(sracode, ~ctrl_ALUopcode[4], ~ctrl_ALUopcode[3],  ctrl_ALUopcode[2], ~ctrl_ALUopcode[1],  ctrl_ALUopcode[0]);
	wire [31:0] B_input;
	assign B_input = subcode ? ~data_operandB : data_operandB;
	wire [31:0] addsub_result;
	addsub addsub0(data_operandA, B_input, subcode, addsub_result, overflow);
	or(isNotEqual, addsub_result[0], addsub_result[1], addsub_result[2], addsub_result[3],
	               addsub_result[4], addsub_result[5], addsub_result[6], addsub_result[7],
						addsub_result[8], addsub_result[9], addsub_result[10], addsub_result[11],
						addsub_result[12], addsub_result[13], addsub_result[14], addsub_result[15],
						addsub_result[16], addsub_result[17], addsub_result[18], addsub_result[19],
						addsub_result[20], addsub_result[21], addsub_result[22], addsub_result[23],
						addsub_result[24], addsub_result[25], addsub_result[26], addsub_result[27],
						addsub_result[28], addsub_result[29], addsub_result[30], addsub_result[31]);
	xor(isLessThan, addsub_result[31], overflow);
	wire [31:0] and_result;
	generate
		for (i = 0; i < 32; i = i + 1) begin : gen_and
			and(and_result[i], data_operandA[i], data_operandB[i]);
		end
	endgenerate
	wire [31:0] or_result;
	generate
		for (i = 0; i < 32; i = i + 1) begin : gen_or
			or(or_result[i], data_operandA[i], data_operandB[i]);
		end
	endgenerate
	wire [31:0] sl0, sl1, sl2, sl3, sll_result;
	assign sl0 = ctrl_shiftamt[0] ? {data_operandA[30:0], 1'b0} : data_operandA;
	assign sl1 = ctrl_shiftamt[1] ? {sl0[29:0], 2'b0} : sl0;
	assign sl2 = ctrl_shiftamt[2] ? {sl1[27:0], 4'b0} : sl1;
	assign sl3 = ctrl_shiftamt[3] ? {sl2[23:0], 8'b0} : sl2;
	assign sll_result = ctrl_shiftamt[4] ? {sl3[15:0], 16'b0} : sl3;
	wire [31:0] sr0, sr1, sr2, sr3, sra_result;
	assign sign_bit = data_operandA[31];
	assign sr0 = ctrl_shiftamt[0] ? {{1{sign_bit}}, data_operandA[31:1]} : data_operandA;
	assign sr1 = ctrl_shiftamt[1] ? {{2{sign_bit}}, sr0[31:2]} : sr0;
	assign sr2 = ctrl_shiftamt[2] ? {{4{sign_bit}}, sr1[31:4]} : sr1;
	assign sr3 = ctrl_shiftamt[3] ? {{8{sign_bit}}, sr2[31:8]} : sr2;
	assign sra_result = ctrl_shiftamt[4] ? {{16{sign_bit}}, sr3[31:16]} : sr3;
	assign data_result = addcode ? addsub_result :
								subcode ? addsub_result : 
								andcode ? and_result    :
								orcode  ? or_result     :
								sllcode ? sll_result    :
								sracode ? sra_result    : 32'bX;
endmodule
module cla(a, b, cin, sum, cout, overflow);
	input [7:0] a, b;
	input cin;
	output [7:0] sum;
	output cout, overflow;
	wire [7:0] p, g, c, x0, x1, x2, x3, x4, x5, x6, x7;
	assign c[0] = cin;
	genvar i;
	generate
		for (i= 0; i < 8; i = i + 1) begin : gen_pg
			xor (p[i], a[i], b[i]);
			and (g[i], a[i], b[i]);
		end
	endgenerate
	and (x0[0], cin, p[0]);
	generate
		for(i = 1; i < 8; i = i + 1) begin : gen_x0
			and (x0[i], x0[i-1], p[i]);
		end
	endgenerate
	and (x1[1], g[0], p[1]);
	generate
		for(i = 2; i < 8; i = i + 1) begin : gen_x1
			and (x1[i], x1[i-1], p[i]);
		end
	endgenerate
	and (x2[2], g[1], p[2]);
	generate
		for(i = 3; i < 8; i = i + 1) begin : gen_x2
			and (x2[i], x2[i-1], p[i]);
		end
	endgenerate
	and (x3[3], g[2], p[3]);
	generate
		for(i = 4; i < 8; i = i + 1) begin : gen_x3
			and (x3[i], x3[i-1], p[i]);
		end
	endgenerate
	and (x4[4], g[3], p[4]);
	generate
		for(i = 5; i < 8; i = i + 1) begin : gen_x4
			and (x4[i], x4[i-1], p[i]);
		end
	endgenerate
	and (x5[5], g[4], p[5]);
	generate
		for(i = 6; i < 8; i = i + 1) begin : gen_x5
			and (x5[i], x5[i-1], p[i]);
		end
	endgenerate
	and (x6[6], g[5], p[6]);
	generate
		for(i = 7; i < 8; i = i + 1) begin : gen_x6
			and (x6[i], x6[i-1], p[i]);
		end
	endgenerate
	and (x7[7], g[6], p[7]);
	or (c[1], x0[0], g[0]);
	or (c[2], x0[1], x1[1], g[1]);
	or (c[3], x0[2], x1[2], x2[2], g[2]);
	or (c[4], x0[3], x1[3], x2[3], x3[3], g[3]);
	or (c[5], x0[4], x1[4], x2[4], x3[4], x4[4], g[4]);
	or (c[6], x0[5], x1[5], x2[5], x3[5], x4[5], x5[5], g[5]);
	or (c[7], x0[6], x1[6], x2[6], x3[6], x4[6], x5[6], x6[6], g[6]);
	or (cout, x0[7], x1[7], x2[7], x3[7], x4[7], x5[7], x6[7], x7[7], g[7]);
	generate
		for (i = 0; i < 8; i = i + 1) begin : gen_sum
			xor sum_xor(sum[i], a[i], b[i], c[i]);
		end
	endgenerate
	xor (overflow, cout, c[7]);
endmodule
module decoder(
	address,
	enable
);
	input [4:0] address;
	output [31:0] enable;
	and(enable[0],  ~address[4], ~address[3], ~address[2], ~address[1], ~address[0]);
	and(enable[1],  ~address[4], ~address[3], ~address[2], ~address[1], address[0]);
	and(enable[2],  ~address[4], ~address[3], ~address[2], address[1], ~address[0]);
	and(enable[3],  ~address[4], ~address[3], ~address[2], address[1], address[0]);
	and(enable[4],  ~address[4], ~address[3], address[2], ~address[1], ~address[0]);
	and(enable[5],  ~address[4], ~address[3], address[2], ~address[1], address[0]);
	and(enable[6],  ~address[4], ~address[3], address[2], address[1], ~address[0]);
	and(enable[7],  ~address[4], ~address[3], address[2], address[1], address[0]);
	and(enable[8],  ~address[4], address[3], ~address[2], ~address[1], ~address[0]);
	and(enable[9],  ~address[4], address[3], ~address[2], ~address[1], address[0]);
	and(enable[10], ~address[4], address[3], ~address[2], address[1], ~address[0]);
	and(enable[11], ~address[4], address[3], ~address[2], address[1], address[0]);
	and(enable[12], ~address[4], address[3], address[2], ~address[1], ~address[0]);
	and(enable[13], ~address[4], address[3], address[2], ~address[1], address[0]);
	and(enable[14], ~address[4], address[3], address[2], address[1], ~address[0]);
	and(enable[15], ~address[4], address[3], address[2], address[1], address[0]);
	and(enable[16], address[4], ~address[3], ~address[2], ~address[1], ~address[0]);
	and(enable[17], address[4], ~address[3], ~address[2], ~address[1], address[0]);
	and(enable[18], address[4], ~address[3], ~address[2], address[1], ~address[0]);
	and(enable[19], address[4], ~address[3], ~address[2], address[1], address[0]);
	and(enable[20], address[4], ~address[3], address[2], ~address[1], ~address[0]);
	and(enable[21], address[4], ~address[3], address[2], ~address[1], address[0]);
	and(enable[22], address[4], ~address[3], address[2], address[1], ~address[0]);
	and(enable[23], address[4], ~address[3], address[2], address[1], address[0]);
	and(enable[24], address[4], address[3], ~address[2], ~address[1], ~address[0]);
	and(enable[25], address[4], address[3], ~address[2], ~address[1], address[0]);
	and(enable[26], address[4], address[3], ~address[2], address[1], ~address[0]);
	and(enable[27], address[4], address[3], ~address[2], address[1], address[0]);
	and(enable[28], address[4], address[3], address[2], ~address[1], ~address[0]);
	and(enable[29], address[4], address[3], address[2], ~address[1], address[0]);
	and(enable[30], address[4], address[3], address[2], address[1], ~address[0]);
	and(enable[31], address[4], address[3], address[2], address[1], address[0]);
endmodule
module dffe_ref(q, d, clk, en, clr);
   input [31:0] d;
	input clk, en, clr;
   wire clr;
   output [31:0] q;
   reg [31:0] q;
   initial
   begin
       q = 32'b0;
   end
   always @(posedge clk or posedge clr) begin
       if (clr) begin
           q <= 32'b0;
       end else if (en) begin
           q <= d;
       end
   end
endmodule
module processor(
    clock,                           
    reset,                           
    address_imem,                    
    q_imem,                          
    address_dmem,                    
    data,                            
    wren,                            
    q_dmem,                          
    ctrl_writeEnable,                
    ctrl_writeReg,                   
    ctrl_readRegA,                   
    ctrl_readRegB,                   
    data_writeReg,                   
    data_readRegA,                   
    data_readRegB	                   
	 );
    input clock, reset;
    output [11:0] address_imem;
    input [31:0] q_imem;
    output [11:0] address_dmem;
    output [31:0] data;
    output wren;
    input [31:0] q_dmem;
    output ctrl_writeEnable;
    output [4:0] ctrl_writeReg, ctrl_readRegA, ctrl_readRegB;
    output [31:0] data_writeReg;
    input [31:0] data_readRegA, data_readRegB;
	 wire [4:0] opcode, rd, rs, rt, shamt, ALUop;
	 wire [16:0] N;
	 wire [31:0] opdec;
	 wire [26:0] T;
	 decoder opdecode(opcode, opdec);
	 wire reg_ins, imm_ins;  
	 assign reg_ins = opdec[0];
	 or(imm_ins, opdec[6], opdec[2], opdec[5], opdec[7], opdec[8]);
	 assign opcode = q_imem[31:27];
	 assign rd = q_imem[26:22];
	 assign rs = q_imem[21:17];
	 assign rt = reg_ins ? q_imem[16:12] : 5'bz;
	 assign shamt = reg_ins ? q_imem[11:7] : 5'bz;
	 assign ALUop = reg_ins ? q_imem[6:2] : opdec[5] ? 5'b0 : 5'bz;
	 assign N = imm_ins ? q_imem[16:0] : 17'bz;
	 assign T = q_imem[26:0];
	 wire [31:0] PCPlusOne;
	 wire [31:0] newPC;
	 wire [31:0] nextPC;
	 wire [31:0] bnePC;
	 and (bnerst, opdec[2], bne);
	 alu bnechk(data_readRegA, data_readRegB, 5'b1, 5'b0, x2, bne, y3, z3);  
	 alu bnealu(PCPlusOne, {{15{N[16]}}, N}, 5'b0, 5'b0, bnePC, x1, y1, z1);  
	 and (bltrst, opdec[6], blt);
	 alu bltchk(data_readRegA, data_readRegB, 5'b1, 5'b0, x3, y3, blt, z3);  
	 alu bexalu(data_readRegA, 32'b0, 5'b1, 5'b0, x4, bex, y4, z4);
	 and (bexrst, opdec[22], bex);
	 alu incrementer({20'b0, address_imem}, 32'b1, 5'b0, 5'b0, PCPlusOne, x, y, z);
	 assign newPC = opdec[1] ? {5'b0, T} :
						 bnerst ? bnePC : 
						 opdec[3] ? {5'b0, T} :
						 opdec[4] ? data_readRegA :
						 bltrst ? bnePC :
						 bexrst ? {5'b0, T} : PCPlusOne;
	 dffe_ref counter(nextPC, newPC, clock, 1'b1, reset);
	 assign address_imem = nextPC[11:0];
	 wire [31:0] alures;
	 wire [31:0] argumentB;
	 assign argumentB = opdec[0] ? data_readRegB : opdec[5] ? {{15{N[16]}}, N} : 32'bz;
	 alu mainALU(data_readRegA, argumentB, ALUop, shamt, alures, isNotEqual, isLessThan, overflow);
	 and (overflowWrite, opdec[0], overflow);
	 or(ctrl_writeEnable, opdec[21], opdec[0], opdec[3], opdec[5], opdec[8]);  
	 assign data_writeReg = opdec[21] ? {5'b0, T} :
									opdec[3] ? PCPlusOne :
									opdec[0] ? (overflow ? 32'b1 : alures) :
									opdec[5] ? alures :
									opdec[8] ? q_dmem : 32'bz;  
	 assign ctrl_writeReg = overflowWrite ? 5'd30 :
									opdec[21] ? 5'd30 :
									opdec[3] ? 5'd31 : rd;
    assign ctrl_readRegA = opdec[6] ? rd :
									opdec[4] ? rd :
									opdec[2] ? rd :
									opdec[7] ? rd :
									opdec[22] ? 5'd30 : rs;
    or(lwsw, opdec[7], opdec[8]);
	 assign ctrl_readRegB = opdec[6] ? rs :
									opdec[2] ? rs :
									lwsw ? rs : rt;
	 alu wordALU(data_readRegB, {15'b0, N}, 5'b0, 5'b0, address_dmem, a, b, c);
	 assign data = data_readRegA;  
	 assign wren = opdec[7];  
endmodule
```
==> qor.yml <==
finalSetupViolations: 0
yosysCellCount: 1527
dieArea_um2: 23200
clock.fmax_ghz: 0.0476
finalClockPeriodUsage: 0.769
dp_cells: 1937
worstRegToRegCells: 17
ys_ff: 12
path_buffers: 6
grt-ovfl-total: 0
cts_inserted_buffers: 3
clock_path_buffers: 2
crit_required_ps: 21840
internal_power_uw: 221
cp_common_cell: "o21a_1"
top_regs: "counter.q: 12 flops"
drv_slew: 0
coreArea_um2: 22000
r2r_end: "counter.q[9]$_DFF_PP0_"
yosysSeqAreaShare: 0.0266
grt_max_degree: 58
via_count: 13700
cts_root_buf: "clkbuf_16"
lay_top_cells: "clkdlybuf4s50_1, nor2_1, nand2_1, o21ai_0, ha_1"
fp.dieH_um: 152
crit_fanout: 30
cts-hold-fix-buffers: 0
max_slew_margin: 0.376
ir_drop_uv: 31.4
crit_arrival_ps: 15530
swShare: 0.494
grt_pass1_vias: 12500
reg2reg_from: "counter.q[0]$_DFF_PP0_"
warnings: 39
rsz0062_at_grt: "no"
drtIter0Drc: 1484
synth-main-ff-cell: "dfrtp_1"
hpwl_mm: 41.6
insertion_delay_ps: 230
status: "finished with violations"
hold_slack_ps: 891
cap_violations: 0
tns_ps: 0
finalHoldViolCount: 0
ctsResizeCount: 0
critPathKind: "primary input to output port"
cp_slowest_cell: "a2111oi_0"
placed_area_um2: 13600
power_density_nw_per_um2: 31.9
layoutNonFillerInstCount: 1942
gp_congestion: 1.17
htree_num_levels: 1
finClkSkew_ps: 2.00
top_register: "counter.q"
grt_pass1_wl_mm: 80.9
final_layout_top_logic_cell: "clkdlybuf4s50_1"
synth_cells: 1527
min_to: "counter.q[0]$_DFF_PP0_"
hold_start: "counter.q[0]$_DFF_PP0_"
n_fill_cell: 1948
hp-class: "register to register"
post-route-drc-count: 2
drive_above_1_share: 0.110
clk_pin_slew_ps: 40
ant_nets: 0
initial_core_util: 0.514
io_buffers: 234
wl_per_cell_um: 28.5
cts_tree: "done"
totalWireLength_mm: 55.4
pin_count: 235
syn_area_um2: 11300
clkPwrFrac: 0.059
r2r_setup_slack_ps: 23320
critPathCaptureType: "output port"
path_delay_family: "AND-OR/OR-AND gates"
slowest_delay_ps: 620
worst_slack_ps: 6310
p_sw_uw: 216
edf_count: 0
largest_reg_flops: 12
track_usage: 0.482
vias_per_cell: 7.06
num_rows: 54
tightest_slew_ps: 929
dieWidth_um: 152
dpl_worst_slack_ps: 6440
synthArstFlopShare: 1.00
leakage_uw: 0.00555
areaGrowthSynthToFinish_pct: 21.3
combPwrFrac: 0.870
holdPathStages: 3
synth_cell_types: 76
dr.pass1.iters: 50
cts_setup_buffers: 0
cts_sinks: 12
cp-start-kind: "primary input"
period_minus_slack_ps: 20990
synth_warnings: 42
final_area_um2: 13700
antenna_found_initial: 3
violations: "DRC"
avgSynthCellArea_um2: 7.39
ys_area_um2: 11300
pwr-share-seq: 0.071
per-stage QoR:
stage          power (uW)  utilization
6_report              437        0.624
5_1_grt               463        0.624
4_1_cts               425        0.623
3_5_place_dp          397        0.620
3_3_place_gp          395        0.620
2_1_floorplan         248            -
area by class of cell:
class                           count  area [um2]  share of cell area
Inverter                           64         240              0.0175
Tap cell                          280         350              0.0256
Antenna cell                        2        5.00            0.000365
Multi-Input combinational cell   1283        9920               0.725
Timing Repair Buffer              298        2800               0.204
Sequential cell                    12         300              0.0219
Clock buffer                        3        75.1             0.00548
cell usage after synthesis, types with 32 or more instances:
| cell type | n | area, um2 |
|---|---|---|
| o21ai_0 | 116 | 581 |
| a21oi_1 | 103 | 515 |
| xor2_1 | 38 | 333 |
| clkbuf_1 | 87 | 327 |
| mux4_2 | 75 | 1690 |
| nand3_1 | 32 | 160 |
| nor2_1 | 164 | 616 |
| inv_1 | 59 | 221 |
| nor3_1 | 48 | 240 |
| nand2_1 | 123 | 462 |
| o21a_1 | 33 | 248 |
| ha_1 | 114 | 1430 |
| mux2i_1 | 34 | 340 |
| buf_4 | 38 | 285 |
| xnor2_1 | 35 | 307 |
metal layers:
| layer | wire [um] | vias up | GRT usage |
|---|---|---|---|
| li1 | - | 6011 | - |
| met5 | 14 | - | 0.00621 |
| met2 | 22600 | 1146 | 0.676 |
| met1 | 20900 | 6344 | 0.657 |
| met4 | 3720 | 2 | 0.247 |
| met3 | 8140 | 199 | 0.181 |
logic make-up (layout without fill, tap and decap cells):
family / count (synthesis) / in the layout / synth area share
AOI/OAI and AO/OA: 482 / 482 / 0.280
other: 2 / 4 / 0.000665
adders and majority gates: 137 / 137 / 0.156
buffers and inverters: 232 / 365 / 0.0957
xor gates and xnor gates: 73 / 73 / 0.0566
DFF: 12 / 12 / 0.0266
muxes: 126 / 126 / 0.197
and+or+nand+nor: 463 / 463 / 0.188
power by group through the flow:
stage	Combinational (uW)	Clock, uW	Sequential (uW)
after CTS	367	26.1	31.2
after global routing	404	27.3	32.0
final	380	25.7	31.2
worst reg2reg max path, cell delays in order, from the launching register on:
cell and delay, ps:
dfrtp_1 390, ha_1 210, ha_1 180, ha_1 180
ha_1 180, ha_1 180, ha_1 180, ha_1 400
ha_1 340, o21ai_0 120, nand2b_1 120, inv_1 60
fa_1 430, xnor2_1 150, a221oi_1 270, o211ai_1 190
a31oi_1 180, a21oi_1 90
worst max-delay path by stage:
stage,from,to,slack (ps),cells after the start
global route,q_imem[31],data_writeReg[23],5730,40
finish,q_imem[31],data_writeReg[23],6310,40
CTS,q_imem[31],data_writeReg[18],6400,40
Power and IR drop assume default switching activity.
